**design/flow/design.v**
```verilog
	module clock_divider (clock, reset, divided_clocks);
		input logic reset, clock;
		output logic [31:0] divided_clocks = 0;
		always_ff @(posedge clock) begin
			divided_clocks <= divided_clocks + 1;
		end
	endmodule 
```
**design/flow/run.sh**
```bash
#!/bin/bash
# OpenROAD 26Q1-2900-gdf79404cd8, Yosys 0.63+post, stock flow scripts
make -C /OpenROAD-flow-scripts/flow DESIGN_CONFIG=/design/flow/config.mk WORK_HOME=/design/flow/orfs finish
```
**design/flow/config.mk**
```make
export PLATFORM = sky130hd
export DESIGN_NAME = clock_divider
export DESIGN_NICKNAME = clock_divider
export VERILOG_FILES = /design/flow/design.v
export SDC_FILE = /design/flow/constraint.sdc
export NUM_CORES = 4
export LEC_CHECK = 1
export CORE_AREA = 10 10 101 101
export DIE_AREA = 0 0 111 111
```
**design/flow/constraint.sdc**
```tcl
current_design clock_divider

set clk_period 4.4
set clk_io_pct 0.2

create_clock -name clk0 -period $clk_period [get_ports {clock}]

set non_clock_inputs [all_inputs -no_clocks]
set_input_delay [expr $clk_period * $clk_io_pct] -clock clk0 $non_clock_inputs
set_output_delay [expr $clk_period * $clk_io_pct] -clock clk0 [all_outputs]
```
==> GITHUB_STEP_SUMMARY <==
## PnR job results

| Metric | Value |
|---|---|
| Die width | 111 µm |
| Hold_buf cts | 0 |
| Vias in the first global route | 937 |
| Clk buf depth | 2 |
| Most common cell in the synthesized netlist | dfxtp_1 |
| Register share after synthesis | 0.4858 |
| Relative slew margins | 0.5902 |
| # rows | 33 |
| Via density | 3.563 |
| Critical-path top delay cell | clkdlybuf4s50_1 |
| Post-Place Cell Area | 1745 µm² |
| Pleak | 0.7230 nW |
| Top flop regs | divided_clocks (32) |
| Largest register FFs | 32 |
| Worst VDD drop | 0.1155 mV |
| Post-Place Cells | 260 |
| Post-DP HPWL | 2204 µm |
| Number of antenna violations at the first check in global routing | 0 |
| 1st-iter DRT viols | 34 |
| Adder share | 0.009488 |
| Clock Pin Slew Worst Setup and Hold Paths | 70 ps |
| Num CTS Buffers | 5 |
| Area fraction in mux cells | 0 |
| Clock skew | 6.921 ps |
| Final std cells w/o fill | 268 |
| Worst hold slack | 451.5 ps |
| WL per Instance | 11.12 µm |
| Floorplan utilization | 0.1621 |
| Post-CTS Setup Bufs | 0 |
| Arr. time, crit path | 1220 ps |
| Simple-Gate Fraction of Synth Area | 0.2723 |
| Fmax | 475.1 MHz |
| DRT Pass-1 Iters | 4 |
| Flops & latches, synth | 32 |
| CORE AREA | 8134 µm² |
| Syn-to-layout area delta | 41.94% |
| Share of cells above drive strength 1 | 0.1104 |
| NetSw | 105.1 µW |
| Slew Limit Fails | 0 |
| Drt drc | 0 |
| Largest reg by FF count | divided_clocks |
| Comb area leader | simple AND/OR/NAND/NOR gates |
| Worst-path fanout max | 6 |
| Grt ovf | 0 |
| Post_cts resized | 0 |
| Port bufs | 32 |
| Number of synthesized flops with an enable pin | 0 |
| Cell internal pwr | 489.3 µW |
| Buffers & Inverters on Critical Path | 1 |
| Fill cells | 859 |
| Post-place setup slack | 2536 ps |
| WS Path Type | flip-flop to primary output |
| IO Pins | 34 |
| Maxcap violations | 0 |
| H-tree depth | 2 |
| Critical Path RT | 3520 ps |
| PD cells | 317.6 nW/µm² |
| XOR Share, Synth | 0.1992 |
| TritonCTS clock tree | done |
| Total power | 594.4 µW |
| Avg Cell Area, Syn | 10.38 µm² |
| Antenna Cells | 0 |
| Crit path largest cell delay | 520 ps |
| Post-Syn Instances | 127 |
| CP top delay family | buffers and inverters |
| Die Ht | 111 µm |
| Biggest area cells | dfxtp_1, xor2_1, xnor2_1 |
| Worst setup margin | 2295 ps |
| Root Driver | clkbuf_8 |
| Primary FF master, synth | dfxtp_1 |
| Startpoint Class | flip-flop |
| Synth Warn # | 1 |
| Compound Share, Synth | 0 |
| Largest net degree at the start of global routing | 12 |
| Worst-Margin Slew | 613.0 ps |
| Min-delay worst type | flip-flop to flip-flop |
| First-pass GRT wire length | 4912 µm |
| Mapped cell area | 1319 µm² |
| Switching Share | 0.1768 |
| Tmin final | 2105 ps |
| Sequential share of power | 0.487 |
| Die Area | 12,320 µm² |
| Final Util | 0.2301 |
| Commonest cells in the netlist | dfxtp_1, xor2_1, nand3_1, xnor2_1, nand2_1 |
| Tool warnings | 26 |
| Vias | 955 |
| Drt total wl | 2980 µm |
| Final Setup Violations | 0 |
| Cell taking the most area after synthesis | dfxtp_1 |
| TNS Setup | 0 ps |
| Setup crit end kind | primary output |
| GRT Resource Usage Total | 0.04729 |
| Remaining antenna violation count | 0 |
| Clk latency late pin | 270 ps |
| RSZ-0062 raised after global routing | false |
| CTS sink cnt | 32 |
| Yosys Instances | 127 |
| Finished Cell Area | 1872 µm² |
| Final hold violations | 0 |
| Yosys stat area | 1319 µm² |
| Clock share of power | 0.513 |
| Post-synth cell types | 24 |
| Worst-path cell chain | clkdlybuf4s50_1 |
| Fin crit share | 0.4783 |
| GPL Wtd Cong | 0.7094 |
| FFs w/ async S/R, synth | 0 |
| Yosys top cell area share | 0.4858 |
| Comb pwr share | 0 |
| Status | complete, no violations |
[worst paths after layout]
path	from	slack (ps)	end	cells after the start
hold / removal	divided_clocks[31]$_DFF_P_	450	divided_clocks[31]$_DFF_P_	1
hold reg to reg	divided_clocks[31]$_DFF_P_	450	divided_clocks[31]$_DFF_P_	1
setup reg to reg	divided_clocks[0]$_DFF_P_	2500	divided_clocks[26]$_DFF_P_	5
setup / recovery	divided_clocks[26]$_DFF_P_	2300	divided_clocks[26]	1
[area by class of cell]
| class | instances | area [µm²] | share of cell area |
|---|---|---|---|
| Sequential cell | 32 | 640.6 | 0.3422 |
| Multi-Input combinational cell | 86 | 634.4 | 0.3389 |
| Timing Repair Buffer | 32 | 320.3 | 0.1711 |
| Tap cell | 105 | 131.4 | 0.07019 |
| Clock buffer | 7 | 96.34 | 0.05147 |
| Clock inverter | 1 | 30.03 | 0.01604 |
| Inverter | 5 | 18.77 | 0.01003 |
[kinds of logic (layout without fill, tap and decap cells)]
| family | Yosys count | count (layout) |
|---|---|---|
| buffers and inverters | 9 | 45 |
| adders and majority gates | 1 | 1 |
| DFF | 32 | 32 |
| and+or+nand+nor | 55 | 55 |
| xor gates and xnor gates | 30 | 30 |
[cells in the final DEF, fill, tap and decap left out, drive strengths merged]
cell type / n
xor2: 20
nor4: 10
clkbuf: 7
and4: 4
nand2: 9
dfxtp: 32
nor3b: 1
nand4: 3
clkdlybuf4s50: 32
nor2: 6
nand3: 12
and3: 2
or3: 2
inv: 5
or2: 1
nor3: 4
bufinv: 1
nand2b: 1
xnor2: 10
ha: 1
[layer usage]
metal  track usage  wire length (µm)  vias up
li1              -                 -      501
met2       0.06879              1239       25
met1       0.06242              1441      427
met5             0                 0        -
met3       0.02518               290        2
met4      0.005208                 8        0
[power groups by stage]
stage	combinational, mW	sequential [mW]	clock (mW)
CTS	0.000000401	0.289	0.316
global route	0.000000401	0.289	0.329
finish	0.000000401	0.290	0.305
Power figures rest on the tool's default switching activity, not on a simulated workload.
